==> design.v <==
module IstructionMemory (Addr,Instr);
input [31:0]Addr;
output reg [31:0]Instr;
reg [31:0]Mem[0:255];
initial 
begin
Mem[0] <= 32'h00008020;
Mem[1] <=32'h20100078;  
Mem[2] <=32'h00008820;
Mem[3] <=32'h201100B4;
Mem[4] <=32'h00009020;
Mem[5] <=32'h12110006;
Mem[6] <=32'h0211482A;
Mem[7] <=32'h11200002;
Mem[8] <=32'h02308822;
Mem[9] <=32'h08000005;
Mem[10] <=32'h02118022;
Mem[11] <=32'h08000005;
Mem[12] <=32'h00109020;
Mem[13] <=32'hAC120000;
end
always @ (Addr)
begin 
Instr <= Mem[{Addr[9:2]}];
end    
endmodule
==> run.sh <==
#!/bin/bash
# OpenROAD 26Q1-2900-gdf79404cd8, Yosys 0.63+post, stock flow scripts
make -C /OpenROAD-flow-scripts/flow DESIGN_CONFIG=/design/flow/config.mk WORK_HOME=/design/flow/orfs finish
==> config.mk <==
export PLATFORM = sky130hd
export DESIGN_NAME = IstructionMemory
export DESIGN_NICKNAME = IstructionMemory
export VERILOG_FILES = /design/flow/design.v
export SDC_FILE = /design/flow/constraint.sdc
export NUM_CORES = 4
export LEC_CHECK = 1
export CORE_AREA = 10 10 70 70
export DIE_AREA = 0 0 80 80
export SYNTH_MEMORY_MAX_BITS = 65536
==> constraint.sdc <==
current_design IstructionMemory

set clk_period 1.2
set clk_io_pct 0.2

create_clock -name clk0 -period $clk_period

set non_clock_inputs [all_inputs -no_clocks]
set_input_delay [expr $clk_period * $clk_io_pct] -clock clk0 $non_clock_inputs
set_output_delay [expr $clk_period * $clk_io_pct] -clock clk0 [all_outputs]
==> results.sh <==
# flow metrics
export IMPL_violations="setup timing"
export IMPL_grt_pass1_wl_mm=2.773
export IMPL_required_ns=0.96
export IMPL_drc_errors=0
export IMPL_route_detailed_wl_per_inst_um=11.51
export IMPL_first_global_vias=592
export IMPL_yosys_area_um2=441.7
export IMPL_fin_setup_tns_ns=-0.4941
export IMPL_dieHeight_um=80
export IMPL_antenna_found_initial=0
export IMPL_grt_max_degree=9
export IMPL_startpoint_type="primary input"
export IMPL_synth_area_um2=441.7
export IMPL_comb_area_um2=510.5
export IMPL_final_setup_worst_slack_ns=-0.08398
export IMPL_finalHoldViolations=0
export IMPL_cp_end_kind="output pin"
export IMPL_hold_path_class="primary input to output pin"
export IMPL_ios=64
export IMPL_row_count=21
export IMPL_dieArea_mm2=0.006400
export IMPL_clock_buffers=0
export IMPL_postSynthAreaPerCell_um2=7.361
export IMPL_ys_cells=60
export IMPL_drv_cap=0
export IMPL_dpl_cell_count=138
export IMPL_cp_cell_sequence="buf_8 > buf_8 > buf_6 > ha_4 > mux2i_1 > o21ai_1 > buf_2"
export IMPL_synth_cell_types=21
export IMPL_drv_slew=0
export IMPL_warning_count=68
export IMPL_totalWireLength_mm=1.784
export IMPL_arrival_ns=1.04
export IMPL_portBuffers=27
export IMPL_drive_gt1_frac=0.7523
export IMPL_ys_warnings_count=1
export IMPL_coreArea_mm2=0.003416
export IMPL_place_ws_ns=-0.8294
export IMPL_gr_total_overflow=0
export IMPL_fp_util=0.1293
export IMPL_place_congestion=0.7806
export IMPL_crit_fanout=6
export IMPL_power_density_mw_per_mm2=305.7
export IMPL_synth_cells=60
export IMPL_antenna_cells=0
export IMPL_drt_first_pass_iters=2
export IMPL_yosys_stat_seqShare=0
export IMPL_period_needed_ns=1.284
export IMPL_drtAntennaViolNets=0
export IMPL_status="finished with violations"
export IMPL_fillCellCount=348
export IMPL_finalNonFillerCells=155
export IMPL_timing_final_crit_share=1.070
export IMPL_vdd_drop_max_mv=0.1456
export IMPL_num_vias=535
export IMPL_cpMostUsedCell="buf_8"
export IMPL_dieWidth_um=80
export IMPL_ff_latch_area_um2=0
export IMPL_top_area_cell="buf_4"
export IMPL_slowest_stage="ha_4"
export IMPL_max_freq_mhz=778.8
export IMPL_critPathMaxStageDelay_ns=0.14
export IMPL_via_per_inst=3.452
export IMPL_synth_top_area_share=0.2380
export IMPL_synthTopCellsByArea="buf_4 24%, ha_1 20%, o21ai_1 7.9%, and2_1 7.1%, mux2i_1 6.8%"
export IMPL_path_class="primary input to output pin"
export IMPL_grt_total_usage=0.05172
export IMPL_cellLeakagePower_uw=0.0005564
export IMPL_whs_ns=0.8750
export IMPL_rsz0062_at_grt="true"
export IMPL_seq_cell_count=0
export IMPL_setup_viol=15
export IMPL_dr_first_iter_drc_count=5
export IMPL_dp_hpwl_mm=1.327
export IMPL_area_growth_pct=155.0
routing by layer:
layer | global-route usage | wire, um | vias to the layer above
met2 | 0.08668 | 821 | 19
met3 | 0.01250 | 115 | 2
met5 | 0 | 0 | -
met4 | 0.003521 | 10 | 0
li1 | - | - | 279
met1 | 0.06790 | 837 | 235
power by group:
group / switching [uW] / internal [uW]
registers: 0 / 0
logic: 125 / 219
clock network: 0 / 0
total: 125 / 219
layout by cell type (no fill, tap or decap), types with 2 or more instances in the layout:
cell type,instances
and2_4,5
clkbuf_2,4
buf_6,20
o21ai_1,4
buf_8,6
nor2b_4,2
conb_1,9
o21ai_2,2
nand2b_4,2
nor3_2,2
ha_4,5
mux2i_1,3
a22o_1,2
nand3b_1,2
clkdlybuf4s15_1,2
buf_2,10
buf_4,10
nor2_2,3
dlygate4sd2_1,3
timing repair:
item                                    in CTS  in global routing
buffers inserted                            16                  1
hold buffers                                 0                  0
resized                                    125                 26
endpoints found under the setup margin      23                 19
pin swaps                                   18                  8
cloned                                       1                  0
kinds of logic (layout without fill, tap and decap cells):
kind of cell | count (synthesis) | after routing | synth area share
mux | 4 | 4 | 0.1020
buf+inv | 18 | 59 | 0.2748
compound gates | 10 | 10 | 0.1332
other cells | 1 | 9 | 0.008490
fa+ha+maj | 7 | 7 | 0.1983
simple gates | 19 | 19 | 0.2635
xor+xnor | 1 | 1 | 0.01983
stage by stage:
stage                     utilization  total power, uW  instance area [um^2]
after floorplan                     -            104.6                 471.7
after global placement         0.2282            226.4                 779.5
after detailed placement       0.2282            227.0                 779.5
after CTS                      0.3128            322.6                  1069
after global routing           0.3297            375.2                  1126
final                          0.3297            344.2                  1126
cell type report:
type                       count  share of cell area
inverter                       3             0.01667
multi-input combinational     50              0.4533
tap                           46             0.05111
timing repair buffer          56              0.4789
Yosys cell counts (all sizes together):
library cell	number
nor3	2
nor2b	2
mux2i	3
xnor2	1
mux2	1
conb	1
o22ai	1
o21ai	7
clkbuf	1
ha	7
nor2	5
inv	3
and3	1
buf	14
a22o	2
nand2b	2
and2	5
nand3b	2
worst paths after layout:
path / startpoint / end / slack [ns] / cells after the start
max: Addr[2] / Instr[2] / -0.08 / 7
min: Addr[4] / Instr[12] / 0.87 / 5
worst max-delay path, delay by kind of cell:
family,cells,cell delay (ns)
AND-OR/OR-AND,1,0.08
adder cells (fa/ha/maj),1,0.14
buffers and inverters,4,0.45
multiplexers,1,0.12
Power is estimated from default activity; no workload was simulated.
