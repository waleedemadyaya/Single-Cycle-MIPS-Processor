## design.v

```verilog
module PC ( PC , Jump , Clk , PCSrc , Instr15_0 , Instr25_0);
input Jump , PCSrc , Clk ;
input [15:0]Instr15_0;
input [25:0]Instr25_0;
output reg [31:0]PC;
reg [31:0]SigImm;
reg [31:0]PCPlus4;
reg [31:0]PCBranch;
reg [27:0]Instr25_0Shifted;
reg [31:0]PCJump;
reg [31:0]PCDash;
always @ (posedge Clk)
begin 
PCPlus4 <= PC + 4;
SigImm[15:0] <= Instr15_0;
SigImm[31:16] <= {16{Instr15_0[15]}};
SigImm<=SigImm<<2;
PCBranch<=SigImm+PCPlus4;
Instr25_0Shifted<=Instr25_0<<2;
PCJump[27:0]<=Instr25_0Shifted[27:0];
PCJump[31:28]<=PCPlus4[31:28];
if (Jump==1)
	PCDash<=PCJump;
else if(Jump==0)
	begin
	if (PCSrc==0)
		PCDash<=PCPlus4;
	else if (PCSrc==1)
		PCDash<=PCBranch;
	else 
		PCDash<=8'hxxxxxxxx;
	end
else
	PCDash<=8'hxxxxxxxx;
PC<=PCDash;
end 
endmodule
```

## run.sh

```bash
#!/bin/bash
# OpenROAD 26Q1-2900-gdf79404cd8, Yosys 0.63+post, stock flow scripts
make -C /OpenROAD-flow-scripts/flow DESIGN_CONFIG=/design/flow/config.mk WORK_HOME=/design/flow/orfs finish
```

## config.mk

```make
export PLATFORM = sky130hd
export DESIGN_NAME = PC
export DESIGN_NICKNAME = PC
export VERILOG_FILES = /design/flow/design.v
export SDC_FILE = /design/flow/constraint.sdc
export NUM_CORES = 4
export LEC_CHECK = 1
export CORE_UTILIZATION = 50
```

## constraint.sdc

```tcl
current_design PC

set clk_period 3.9
set clk_io_pct 0.2

create_clock -name clk0 -period $clk_period [get_ports {Clk}]

set non_clock_inputs [all_inputs -no_clocks]
set_input_delay [expr $clk_period * $clk_io_pct] -clock clk0 $non_clock_inputs
set_output_delay [expr $clk_period * $clk_io_pct] -clock clk0 [all_outputs]
```

==> run notes <==
fresh numbers from the pnr run: biggest area cells dfxtp_1, mux2i_1, xnor2_1, nand2_1, o21ai_0, TritonCTS clock tree built, drt first pass iters 3, worst r2r src PC[4]$_DFF_P_, max-slew violation count 0, DR DRC count 0, Max-slew headroom 37.2%, count of input and output buffers 60, Worst path top cell family by delay buffers and inverters, final setup margin 1.61 ns, post-synth top area cell dfxtp_1, latest clock arrival within the worst-skew pair 0.51 ns, layout cells sized above 1 9.98%, Hold Path Class reg2reg, DP Area 5500 um2, core box area 9240 um2, Setup WS pre-CTS 1.83 ns, Routed WL per cell 12.6 um, Synth Cell Area 4780 um2, Critical Path Sink Type primary output, cycle use final 58.6%, most common cell in the synthesized netlist dfxtp_1, P&R area growth vs syn 29.1%, tool warnings 42, Crit Path Category reg2out, initial drt markers 49, clk root buf clkbuf_8, number of fill cells 673, Slowest cell on crit path clkdlybuf4s50_1, MUX area fraction 6.81%, Synth top area share 75.4%, Top FF cell, synth dfxtp_1, routed via count 2572, distinct lib cells 25, Hold WS 0.323 ns, Cells after Synth 357, final hold vios 0, number of cells in Yosys stat 357, XOR-XNOR Cells, Area Fraction 5.13%, yosys synthesis chip area 4780 um2, Post-synth seq share 75.4%, Bufs and invs on worst path 1, yosys simple share 8.59%, num ports 77, Num Clock Sinks 180, setup_tns 0 ns, FF-to-FF End PCPlus4[21]$_DFF_P_, CP required 3.12 ns, post-CTS sizing 0, Setup Buffers After CTS 0, global-route wire length before repair 12000 um, Post-synth EDFFs 0, vias in the first global route 2449, Synth flops 180, Tmin final 2.29 ns, final clock skew 0.00571 ns, largest net degree at the start of global routing 56, row count 35, hold_sp Instr25_0Shifted[20]$_DFF_P_, Placed Instances 538, status complete, no violations, CP Max Fanout 6, CTS Hold Bufs 0, H-tree levels 4, final core utilization 66.7%, asr flop ratio synth 0%, TritonCTS buffer count 17, Ant. Diodes 0, Worst-path clk slew 0.07 ns, FMAX 0.437 GHz, HPWL after detailed placement 4290 um, chip width 99.7 um, final setup violating endpoints 0, Leak 2.54 nW, GRT Overall Usage 16.3%, crit path cell chain clkdlybuf4s50_1, sink of the worst hold path PCJump[20]$_DFF_P_, post-route ant nets 0, clock buffer depth 2, synth warn 1, RSZ-0062 raised after global routing no, Worst Path Arrival 1.51 ns, max incr delay on CP 0.52 ns, Avg Inst Size Synth 13.4 um2, Post-Route WL 7170 um, Die Size 9950 um2, Max-Cap Viols 0, initial antenna violation count 0, Layout Cells excl Fill 570, Compound Share, Synth 2.72%, Peak supply drop 369 uV, Power Density 669 nW/um2, worst r2r path cells 4, element type at the critical path start flop, Via density 4.51, grt total ovfl 0, Worst Max-Slew Pin Slew 0.938 ns, DIE HEIGHT 99.7 um, Adder Share, Synth 0.262%, comb area leader simple AND/OR/NAND/NOR gates, Worst Hold Depth 0, Floorplan Utilization 51.7%, Post-synth top cells dfxtp_1, nand2_1, mux2i_1, Final Wtd Congestion 0.782, Reg2Reg Setup Slack 1.96 ns, Pwr Total 4.13 mW, final instance area 6170 um2
-- where the power goes --
part	internal, mW	switching (mW)
logic	0.123	0.0607
clock network	1.18	0.678
registers	2.00	0.0824
-- layout make-up --
class	count	area (um2)	area share, %
Clock buffer	18	418	6.78
Clock inverter	14	246	4.00
Inverter	2	7.51	0.122
Multi-Input combinational cell	165	1120	18.2
Sequential cell	180	3600	58.4
Tap cell	129	161	2.62
Timing Repair Buffer	62	606	9.82
-- placed cells by master, fill, tap and decap left out, types with 3 or more instances in the layout --
cell type,count
nand3_1,8
clkbuf_16,16
bufinv_16,6
inv_6,3
nand4_1,12
dfxtp_1,180
clkdlybuf4s50_1,58
xor2_1,7
and3_1,3
nor2_1,7
mux2_2,4
o21ai_0,26
xnor2_1,21
mux2i_1,28
nand2_1,35
-- worst max path at each step --
stage             start    end  slack [ns]  depth (start not counted)
6_report  PC[4]$_DFF_P_  PC[4]        1.61                          1
5_1_grt   PC[5]$_DFF_P_  PC[5]        1.53                          1
4_1_cts   PC[4]$_DFF_P_  PC[4]        1.57                          1
-- sequential cells by signal, summed over array words and instances (netlist names) --
signal,count
PCDash,32
PCPlus4,32
PC,32
PCBranch,31
PCJump,27
Instr25_0Shifted,26
-- cell families after synthesis --
logic type / count (synthesis)
buf+inv: 12
flops: 180
xor+xnor: 28
simple gates: 78
fa+ha+maj: 1
compound gates: 26
mux: 32
-- metal layers --
metal	wire length [um]	global-route usage [%]	up-vias	part of all wire [%]
met4	65	2.04	0	0.91
li1	-	-	1336	-
met2	3050	23.6	47	43
met1	3760	26.9	1182	52
met5	0	0	-	0
met3	289	4.15	7	4.0
Power and IR drop assume default switching activity.
