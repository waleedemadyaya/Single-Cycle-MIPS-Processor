## ./design.v

```verilog
module ALU ( SrcA , SrcB , ALUcontrol , ALUresult , Zero );
input  [31:0]SrcA;
input [31:0]SrcB;
input [2:0]ALUcontrol;
output reg [31:0]ALUresult;
output reg Zero;
always @ (SrcA,SrcB,ALUcontrol)
begin
case (ALUcontrol)
3'b000: begin 
		      ALUresult = SrcA & SrcB;
				if ( ALUresult==32'b00000000000000000000000000000000 )
					begin
						Zero <= 1'b1;
					end
				else
				    begin Zero <= 1'b0; end
			end
3'b001: begin 
		      ALUresult = SrcA | SrcB;
				if ( ALUresult==32'b00000000000000000000000000000000 )
					begin
						Zero <= 1'b1;
					end
				else
				    begin Zero <= 1'b0; end
			end
3'b010:  begin 
		      ALUresult = SrcA + SrcB;
				if ( ALUresult==32'b00000000000000000000000000000000 )
					begin
						Zero <= 1'b1;
					end
				else
				    begin Zero <= 1'b0; end
			end
3'b100: begin 
		      ALUresult = SrcA - SrcB;
				if ( ALUresult==32'b00000000000000000000000000000000 )
					begin
						Zero <= 1'b1;
					end
				else
				    begin Zero <= 1'b0; end
			end
3'b101: begin 
		      ALUresult = SrcA * SrcB;
				if ( ALUresult==32'b00000000000000000000000000000000 )
					begin
						Zero <= 1'b1;
					end
				else
				    begin Zero <= 1'b0; end
			end
3'b110: begin
				if ( SrcA < SrcB )
					begin
						ALUresult <= 32'b 1;
					end
				else
				    begin ALUresult <= 32'b 0; end
				if ( ALUresult==32'b00000000000000000000000000000000 )
					begin
						Zero <= 1'b1;
					end
				else
				    begin Zero <= 1'b0; end
			end
default: ALUresult <= 32'bxxxxxxxxxxxxxxxxxxxxxxxxxxxxxxxx;
endcase
end
endmodule 
```

## ./run.sh

```bash
#!/bin/bash
# OpenROAD 26Q1-2900-gdf79404cd8, Yosys 0.63+post, stock flow scripts
make -C /OpenROAD-flow-scripts/flow DESIGN_CONFIG=/design/flow/config.mk WORK_HOME=/design/flow/orfs finish
```

## ./config.mk

```make
export PLATFORM = sky130hd
export DESIGN_NAME = ALU
export DESIGN_NICKNAME = ALU
export VERILOG_FILES = /design/flow/design.v
export SDC_FILE = /design/flow/constraint.sdc
export NUM_CORES = 4
export LEC_CHECK = 1
export CORE_UTILIZATION = 50
```

## ./constraint.sdc

```tcl
current_design ALU

set clk_period 14.4
set clk_io_pct 0.2

create_clock -name clk0 -period $clk_period

set non_clock_inputs [all_inputs -no_clocks]
set_input_delay [expr $clk_period * $clk_io_pct] -clock clk0 $non_clock_inputs
set_output_delay [expr $clk_period * $clk_io_pct] -clock clk0 [all_outputs]
```

==> out/qor.yml <==
finalMaxSlewViolations: 0
rows: 74
ioPinCount: 100
firstDrtPassIters: 6
dp_hpwl_mm: 72.1
die_area_um2: 42100
via_per_inst: 5.88
post-synth-top-count-cell: "inv_1"
netlist_area_um2: 20600
tightest_slew_ns: 0.934
detail_route.wl_per_cell_um: 26.5
fillers: 3814
seqCellArea_um2: 15.0
grt_pass1_vias: 19800
drc: 0
slew_headroom_pct: 37.7
crit_path_max_fanout: 9
place_congestion: 1.09
startpoint_type: "primary input"
worstPathRequired_ns: 11.52
rsz0062_at_grt: "true"
yosysWarnings: 1
drtIter0Drc: 1451
top_area_cell: "fa_1"
grt_use_total_pct: 45.2
ant_nets: 0
fmax_mhz: 70.3
synth_cells: 2604
synth-edff-count: 0
dp.cells: 3232
min_path_type: "primary input to output port"
cp.arrival_ns: 11.35
ys_cells: 2604
grt_max_degree: 58
setup-violations-final: 0
areaGrowthSynthToFinish_pct: 10.6
largest_register_ffs: 1
drive_gt1_share_pct: 5.80
synthTopCellsByCount: "471 x inv_1, 410 x fa_1, 398 x nor2_1"
largest_register: "Zero"
unclocked_pins: 1
grt-ovfl-total: 0
hold_viol: 0
status: "completed"
synth.avg_cell_area_um2: 7.93
synth_top_area_share_pct: 39.8
grt_pass1_wl_mm: 127
ys_area_um2: 20600
ff_type: "dlxtn_1"
top_regs: "Zero x1"
comb_area_um2: 18300
min_to: "ALUresult[2]"
port-buffer-count: 100
dieHeight_um: 205
die_width_um: 205
hold-path-cell-count: 6
antenna_found_initial: 4
crit_type: "primary input to output port"
drv_cap: 0
ctsHoldBuffers: 0
vias: 19000
wirelength_mm: 85.7
min_period_ns: 14.23
warning_count: 97
hp-start: "ALUcontrol[2]"
fp_util_pct: 50.7
cp-end-kind: "output port"
stdcell_count: 3241
numSynthFlops: 1
postSynth.asyncResetShare_pct: 0
synth.area.top_cells: "fa_1 40%, ha_1 13%, inv_1 8.6%"
period_used_pct: 98.8
untimed_endpoints: 2
synthDistinctLibCells: 83
core-area_um2: 40700
==> through the flow <==
stage	hold slack, ns	util [%]	setup TNS, ns	instance area, um2	worst slack, ns
2_1_floorplan	6.03	-	0	20600	1.79
3_3_place_gp	6.71	55.8	0	22700	0.153
3_5_place_dp	6.72	55.8	0	22700	0.144
4_1_cts	6.72	55.8	0	22700	0.145
5_1_grt	6.81	56.0	-0.0827	22800	-0.0827
6_report	6.73	56.0	0	22800	0.168
==> how the worst max path moves through the flow <==
stage | startpoint | end | slack [ns] | cells after the start
finish | SrcB[6] | ALUresult[31] | 0.17 | 28
global route | SrcB[7] | ALUresult[31] | -0.08 | 28
CTS | SrcA[7] | ALUresult[31] | 0.14 | 30
==> worst max-delay path: stages <==
cell and delay (ns):
clkdlybuf4s50_1 0.50, inv_1 0.44, buf_4 0.28, nor2_1 0.07, fa_1 0.55, fa_1 0.45, fa_1 0.52, inv_1 0.05
fa_1 0.47, inv_1 0.05, fa_1 0.48, fa_1 0.59, fa_1 0.43, fa_1 0.45, ha_1 0.38, a22oi_1 0.23
nand3_1 0.16, o22ai_1 0.31, nor3_1 0.11, a21oi_2 0.30, o21a_1 0.19, o21ai_0 0.12, xnor2_1 0.15, buf_4 0.16
nand3_1 0.10, o311a_1 0.16, o32ai_1 0.21, clkdlybuf4s50_1 0.54
==> repair_timing <==
item                                    4_1_cts  5_1_grt
buffers inserted                              0        7
gates resized                                 0        6
endpoints found under the setup margin        0        6
endpoints found under the hold margin         0        0
==> final cells by class <==
cell class,instances,share of cell area [%]
Tap cell,532,2.92
Timing Repair Buffer,226,8.61
Multi-Input combinational cell,1991,80.3
Antenna cell,2,0.0219
Sequential cell,1,0.0658
Inverter,489,8.09
==> layer usage <==
| layer | GRT usage, % | vias to the layer above | routed length [um] |
|---|---|---|---|
| met1 | 59.8 | 9264 | 31300 |
| li1 | - | 8397 | - |
| met5 | 6.31 | - | 418 |
| met2 | 64.6 | 1132 | 37300 |
| met3 | 20.8 | 234 | 11700 |
| met4 | 20.3 | 17 | 5030 |
==> layout by cell type, fill, tap and decap left out, types with 4 or more instances in the layout <==
cell	instances
a211oi_1	18
a21o_1	18
a21oi_1	115
a221oi_1	6
a22oi_1	12
a31oi_1	13
and3_1	10
buf_4	124
clkdlybuf4s50_1	97
clkinv_1	12
fa_1	410
ha_1	219
inv_1	468
inv_2	6
nand2_1	272
nand2b_1	12
nand3_1	18
nand4_1	20
nor2_1	398
nor2b_1	11
nor3_1	24
nor4_1	14
o2111ai_1	8
o211ai_1	17
o21a_1	26
o21ai_0	65
o21ai_1	4
o21bai_1	19
o22ai_1	23
o31ai_1	8
or3_1	8
or4_1	8
xnor2_1	111
xor2_1	29
==> logic make-up after synthesis <==
family | after synthesis | synth area share [%]
simple gates | 818 | 16.9
buf+inv | 612 | 11.1
latches | 1 | 0.0727
xor+xnor | 140 | 5.94
fa+ha+maj | 630 | 53.1
compound gates | 399 | 12.6
mux | 4 | 0.315
